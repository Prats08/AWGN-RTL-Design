File: run.sh
#!/bin/bash
# OpenROAD 26Q1-2900-gdf79404cd8, Yosys 0.63+post, stock flow scripts
make -C /OpenROAD-flow-scripts/flow DESIGN_CONFIG=/design/flow/config.mk WORK_HOME=/design/flow/orfs finish
File: design.v
module Taus(input clk, input reset, output [31:0] Tout);
	reg [31:0] s0, s1, s2, b;
always @(posedge clk) begin
	if(!reset)
	begin
		b = ((( s0 << 13) ^ s0) >> 19);
		s0 = ((( s0 & 32'hFFFFFFFE) << 12 ) ^ b);
		b = ((( s1 << 2) ^ s1) >> 25);
		s1 = ((( s1 & 32'hFFFF_FFF8) << 4 ) ^ b);
		b = ((( s2 << 3) ^ s2) >> 11);
		s2 = ((( s2 & 32'hFFFF_FFF0) << 17 ) ^ b);
	end
	else begin
		s0 = 2;
		s1 = 7;
		s2 = 5;
	end
end
	assign Tout = s0 ^ s1 ^ s2;
endmodule
File: config.mk
export PLATFORM = sky130hd
export DESIGN_NAME = Taus
export DESIGN_NICKNAME = Taus
export VERILOG_FILES = /design/flow/design.v
export SDC_FILE = /design/flow/constraint.sdc
export NUM_CORES = 4
export LEC_CHECK = 1
export CORE_UTILIZATION = 30
File: constraint.sdc
current_design Taus

set clk_period 1.0
set clk_io_pct 0.2

create_clock -name clk0 -period $clk_period [get_ports {clk}]

set non_clock_inputs [all_inputs -no_clocks]
set_input_delay [expr $clk_period * $clk_io_pct] -clock clk0 $non_clock_inputs
set_output_delay [expr $clk_period * $clk_io_pct] -clock clk0 [all_outputs]
==> impl_metrics.py <==
# Auto-generated metrics
metrics = {
    "status": {
        "status": "complete, but fails checks",
        "violations": "setup timing",
    },
    "yosys": {
        "ys_seq_frac": 0.562,
        "yosys-top-cells-count": "xnor2_1, dfxtp_1, nor2b_1",
        "ys_cells": 307,
        "synth-edff-count": 0,
        "synthArstFlopShare": 0,
        "ff_type": "dfxtp_1",
        "ys_warn_count": 1,
        "synth_flop_count": 96,
        "ys_top_cells_by_area": "dfxtp_1, xnor2_1, nor2b_1, nor2_1, nand2b_1",
        "syn_inst": 307,
        "most_common_cell": "xnor2_1",
        "synth_area_sq_mm": 0.00342,
        "synth_top_area_share": 0.562,
        "synth_area_per_cell_sq_um": 11.1,
        "top_area_cell": "dfxtp_1",
        "yosys-stat-area_sq_mm": 0.00342,
        "ys_types": 8,
    },
    "floorplanning": {
        "chipArea_sq_mm": 0.0118,
        "die-width_microns": 109,
        "dieHeight_microns": 109,
        "fp_util": 0.311,
        "io_pins": 34,
        "num_rows": 38,
        "core_region_area_sq_mm": 0.0110,
    },
    "worst_setup_path": {
        "startpoint_type": "register",
        "crit_arrival_ps": 1130,
        "crit_fanout": 1,
        "crit_path_end_kind": "output pin",
        "crit_required_ps": 800,
        "crit_type": "register to output pin",
    },
    "final_timing": {
        "finalClockPeriodUsage": 1.33,
        "maxSlewHeadroom": 0.823,
        "fin_crit_ps": 1330,
        "hold_viol_final": 0,
        "rsz0062_at_grt": "yes",
        "clock_skew_ps": 6.64,
        "layout_setup_ws_ps": -331,
        "worst_slew_pin_slew_ps": 263,
        "fmax_mhz": 751,
        "drv_slew": 0,
        "finalSetupViolations": 32,
    },
    "global_route": {
        "grt_pass1_wl_microns": 11800,
        "antenna_found_initial": 0,
        "grt_use_total": 0.142,
        "grt_overflow": 0,
        "grt_start_max_net_pins": 54,
        "grt_pass1_vias": 2256,
    },
    "drt": {
        "drt-total-wl_microns": 7630,
        "drc": 0,
        "antennaDiodeCount": 0,
        "routedWlPerCell_microns": 13.8,
        "antenna_left": 0,
        "vias_per_cell": 3.93,
        "via_count": 2176,
        "drt_iter0_markers": 89,
        "drt_pass1_iterations": 4,
    },
    "pwr": {
        "irDropWorstVdd_v": 0.000871,
        "p_per_area_mw_per_mm2": 1550,
        "p_total_uw": 7650,
        "power.leakage_uw": 0.00194,
    },
    "hold_path": {
        "worstHoldPathType": "input port to register",
    },
    "cells_and_area": {
        "syn_to_final_growth_pct": 44.4,
        "n_fill_cell": 961,
        "utilization": 0.450,
        "final_area_sq_mm": 0.00494,
        "finalNonFillerCells": 553,
        "drive_gt1_frac": 0.516,
    },
    "clocking": {
        "htreeDepth": 3,
        "clockBufferDepth": 2,
        "root_buffer": "clkbuf_16",
        "cts_tree": "built",
        "cts.reportedPaths.clkPinSlew_ps": 60,
        "cts_made_buffers": 9,
        "clock_latency_ps": 330,
        "cts_num_sinks": 96,
    },
    "placement": {
        "post-place-ws_ps": -440,
        "port-buffer-count": 33,
        "place.gp.congestion": 0.865,
        "dp_hpwl_microns": 5530,
        "place_inst": 535,
        "placed_cell_area_sq_mm": 0.00438,
    },
    "flow_run": {
        "max-cap-violations": 0,
        "tool_warnings": 27,
    },
}
-- stage by stage --
step / hold WS (ps) / TNS, ps
2_1_floorplan: 429 / 0
3_3_place_gp: 465 / -11120
3_5_place_dp: 467 / -11000
4_1_cts: 303 / -9840
5_1_grt: 323 / -10940
6_report: 305 / -8940
-- placed cells by master, fill, tap and decap left out --
cell type | netlist | final
dfxtp_4 | 0 | 6
clkbuf_1 | 0 | 3
buf_12 | 0 | 3
xnor2_1 | 105 | 68
nand2b_1 | 6 | 6
xnor2_2 | 0 | 35
dfxtp_1 | 96 | 33
xnor2_4 | 0 | 2
nor2_1 | 35 | 35
nor2b_1 | 55 | 55
clkbuf_16 | 0 | 9
buf_4 | 4 | 65
dfxtp_2 | 0 | 57
clkinvlp_4 | 0 | 1
bufinv_16 | 0 | 2
buf_2 | 5 | 33
-- power breakdown --
group          switching, uW  total (uW)  internal [uW]
sequential              30.7        3880           3850
combinational            111         250            139
clock                   1350        3530           2180
total                   1490        7650           6160
-- repair_timing --
item                       4_1_cts  5_1_grt
resized                        186       18
buffers inserted                 4        0
hold buffers                     0        0
pin swaps                       61       35
setup endpoints to repair       32       32
-- layout make-up --
class | count | area, sq um | share of cell area
multi-input combinational | 201 | 1730 | 0.351
timing repair buffer | 101 | 713 | 0.144
tap | 140 | 175 | 0.0355
clock buffer | 12 | 236 | 0.0479
clock inverter | 3 | 67.6 | 0.0137
sequential | 96 | 2020 | 0.408
-- worst max-delay path: stages (launching register included) --
cell and delay [ps]:
dfxtp_2 330, xnor2_2 220, xnor2_2 140, buf_2 110
-- state kept, by name (all words and copies together), names as in the netlist --
register / count
s1: 32
s2: 32
s0: 32
-- kinds of logic (layout without fill, tap and decap cells) --
kind of cell	after synthesis	count (layout)	share of synthesized area
xor+xnor	105	105	0.269
simple gates	96	96	0.150
buf+inv	10	116	0.0194
flops	96	96	0.562
-- per-layer routing --
| metal | share of wire | GRT usage |
|---|---|---|
| met1 | 0.50 | 0.224 |
| met5 | 0 | 0 |
| met3 | 0.050 | 0.0305 |
| met4 | 0.0085 | 0.0116 |
| met2 | 0.44 | 0.214 |
-- worst paths after layout --
| kind | slack, ps | cells past startpoint | end | from |
|---|---|---|---|---|
| hold reg to reg | 470 | 1 | s1[20] | s1[16] |
| hold / removal | 310 | 3 | s0[14] | reset |
| setup / recovery | -330 | 3 | Tout[3] | s2[3] |
| setup reg to reg | 70 | 4 | s2[0] | s2[8] |
Power and IR drop assume default switching activity.
