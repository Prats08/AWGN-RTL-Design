==> ./config.mk <==
export PLATFORM = sky130hd
export DESIGN_NAME = SQRT_POLY
export DESIGN_NICKNAME = SQRT_POLY
export VERILOG_FILES = /design/flow/design.v
export SDC_FILE = /design/flow/constraint.sdc
export NUM_CORES = 4
export LEC_CHECK = 1
export CORE_UTILIZATION = 30
==> ./design.v <==
module SQRT_POLY(input clk, input reset, input [30:0] RootIn, output reg [16:0] RootOut);
bit [11:0] Sqrt_C1[64];
bit [19:0] Sqrt_C0[64];
reg [42:0] Term1;
reg [19:0] Term2;
reg [42:0] Term11;
reg [19:0] Term21;
reg [12:0] Root;
reg [13:0] FractionBit;
reg [3:0] IntegerBits;
always @(posedge clk)
begin
	if(!reset)
	begin
		Term1 <= RootIn * Sqrt_C1[RootIn[30:25]];
		Term2 <= Sqrt_C0[RootIn[30:25]];
		FractionBit <= Term1[35:23] + Term2[16:4];
		Term11 <= Term1;
		Term21 <= Term2;
		IntegerBits <=  Term11[39:36] + Term21[19:17] + FractionBit[13];
		Root[12:0] <=  FractionBit[12:0];	 
		RootOut[12:0] <= Root[12:0];		
		RootOut[16:13] <= IntegerBits[3:0];
	end
	else begin
		Sqrt_C1[0] <= 12'b100100010001;
		Sqrt_C1[1] <= 12'b010010101001;
		Sqrt_C1[2] <= 12'b001110010111;
		Sqrt_C1[3] <= 12'b001100000111;
		Sqrt_C1[4] <= 12'b001010101011;
		Sqrt_C1[5] <= 12'b001001101010;
		Sqrt_C1[6] <= 12'b001000111000;
		Sqrt_C1[7] <= 12'b001000010001;
		Sqrt_C1[8] <= 12'b000111110001;
		Sqrt_C1[9] <= 12'b000111010110;
		Sqrt_C1[10] <= 12'b000110111111;
		Sqrt_C1[11] <= 12'b000110101011;
		Sqrt_C1[12] <= 12'b000110011010;
		Sqrt_C1[13] <= 12'b000110001010;
		Sqrt_C1[14] <= 12'b000101111100;
		Sqrt_C1[15] <= 12'b000101110000;
		Sqrt_C1[16] <= 12'b000101100101;
		Sqrt_C1[17] <= 12'b000101011010;
		Sqrt_C1[18] <= 12'b000101010001;
		Sqrt_C1[19] <= 12'b000101001000;
		Sqrt_C1[20] <= 12'b000101000000;
		Sqrt_C1[21] <= 12'b000100111000;
		Sqrt_C1[22] <= 12'b000100110001;
		Sqrt_C1[23] <= 12'b000100101011;
		Sqrt_C1[24] <= 12'b000100100101;
		Sqrt_C1[25] <= 12'b000100011111;
		Sqrt_C1[26] <= 12'b000100011001;
		Sqrt_C1[27] <= 12'b000100010100;
		Sqrt_C1[28] <= 12'b000100001111;
		Sqrt_C1[29] <= 12'b000100001011;
		Sqrt_C1[30] <= 12'b000100000110;
		Sqrt_C1[31] <= 12'b000100000010;
		Sqrt_C1[32] <= 12'b000011111110;
		Sqrt_C1[33] <= 12'b000011111010;
		Sqrt_C1[34] <= 12'b000011110111;
		Sqrt_C1[35] <= 12'b000011110011;
		Sqrt_C1[36] <= 12'b000011110000;
		Sqrt_C1[37] <= 12'b000011101100;
		Sqrt_C1[38] <= 12'b000011101001;
		Sqrt_C1[39] <= 12'b000011100110;
		Sqrt_C1[40] <= 12'b000011100100;
		Sqrt_C1[41] <= 12'b000011100001;
		Sqrt_C1[42] <= 12'b000011011110;
		Sqrt_C1[43] <= 12'b000011011100;
		Sqrt_C1[44] <= 12'b000011011001;
		Sqrt_C1[45] <= 12'b000011010111;
		Sqrt_C1[46] <= 12'b000011010100;
		Sqrt_C1[47] <= 12'b000011010010;
		Sqrt_C1[48] <= 12'b000011010000;
		Sqrt_C1[49] <= 12'b000011001110;
		Sqrt_C1[50] <= 12'b000011001100;
		Sqrt_C1[51] <= 12'b000011001010;
		Sqrt_C1[52] <= 12'b000011001000;
		Sqrt_C1[53] <= 12'b000011000110;
		Sqrt_C1[54] <= 12'b000011000100;
		Sqrt_C1[55] <= 12'b000011000010;
		Sqrt_C1[56] <= 12'b000011000001;
		Sqrt_C1[57] <= 12'b000010111111;
		Sqrt_C1[58] <= 12'b000010111101;
		Sqrt_C1[59] <= 12'b000010111100;
		Sqrt_C1[60] <= 12'b000010111010;
		Sqrt_C1[61] <= 12'b000010111001;
		Sqrt_C1[62] <= 12'b000010110111;
		Sqrt_C1[63] <= 12'b000010110110;
		Sqrt_C0[0] <= 20'b00001100000001100001;
		Sqrt_C0[1] <= 20'b00011011001101011001;
		Sqrt_C0[2] <= 20'b00100011100011000010;
		Sqrt_C0[3] <= 20'b00101010001100011011;
		Sqrt_C0[4] <= 20'b00101111111001111101;
		Sqrt_C0[5] <= 20'b00110100111111110000;
		Sqrt_C0[6] <= 20'b00111001101000100111;
		Sqrt_C0[7] <= 20'b00111101111011001000;
		Sqrt_C0[8] <= 20'b01000001111011101111;
		Sqrt_C0[9] <= 20'b01000101101101100011;
		Sqrt_C0[10] <= 20'b01001001010010110111;
		Sqrt_C0[11] <= 20'b01001100101101011101;
		Sqrt_C0[12] <= 20'b01001111111110101101;
		Sqrt_C0[13] <= 20'b01010011000111101101;
		Sqrt_C0[14] <= 20'b01010110001001010111;
		Sqrt_C0[15] <= 20'b01011001000100011101;
		Sqrt_C0[16] <= 20'b01011011111001100101;
		Sqrt_C0[17] <= 20'b01011110101001010010;
		Sqrt_C0[18] <= 20'b01100001010100000010;
		Sqrt_C0[19] <= 20'b01100011111010001101;
		Sqrt_C0[20] <= 20'b01100110011100001011;
		Sqrt_C0[21] <= 20'b01101000111010001111;
		Sqrt_C0[22] <= 20'b01101011010100101010;
		Sqrt_C0[23] <= 20'b01101101101011101100;
		Sqrt_C0[24] <= 20'b01101111111111100010;
		Sqrt_C0[25] <= 20'b01110010010000011000;
		Sqrt_C0[26] <= 20'b01110100011110011010;
		Sqrt_C0[27] <= 20'b01110110101001110010;
		Sqrt_C0[28] <= 20'b01111000110010101010;
		Sqrt_C0[29] <= 20'b01111010111001001001;
		Sqrt_C0[30] <= 20'b01111100111101010111;
		Sqrt_C0[31] <= 20'b01111110111111011011;
		Sqrt_C0[32] <= 20'b10000000111111011100;
		Sqrt_C0[33] <= 20'b10000010111101100000;
		Sqrt_C0[34] <= 20'b10000100111001101101;
		Sqrt_C0[35] <= 20'b10000110110100000111;
		Sqrt_C0[36] <= 20'b10001000101100110011;
		Sqrt_C0[37] <= 20'b10001010100011110110;
		Sqrt_C0[38] <= 20'b10001100011001010101;
		Sqrt_C0[39] <= 20'b10001110001101010010;
		Sqrt_C0[40] <= 20'b10001111111111110010;
		Sqrt_C0[41] <= 20'b10010001110000111000;
		Sqrt_C0[42] <= 20'b10010011100000100111;
		Sqrt_C0[43] <= 20'b10010101001111000010;
		Sqrt_C0[44] <= 20'b10010110111100001101;
		Sqrt_C0[45] <= 20'b10011000101000001010;
		Sqrt_C0[46] <= 20'b10011010010010111011;
		Sqrt_C0[47] <= 20'b10011011111100100011;
		Sqrt_C0[48] <= 20'b10011101100101000100;
		Sqrt_C0[49] <= 20'b10011111001100100000;
		Sqrt_C0[50] <= 20'b10100000110010111010;
		Sqrt_C0[51] <= 20'b10100010011000010100;
		Sqrt_C0[52] <= 20'b10100011111100101110;
		Sqrt_C0[53] <= 20'b10100101100000001100;
		Sqrt_C0[54] <= 20'b10100111000010101111;
		Sqrt_C0[55] <= 20'b10101000100100011000;
		Sqrt_C0[56] <= 20'b10101010000101001001;
		Sqrt_C0[57] <= 20'b10101011100101000011;
		Sqrt_C0[58] <= 20'b10101101000100001000;
		Sqrt_C0[59] <= 20'b10101110100010011001;
		Sqrt_C0[60] <= 20'b10101111111111111000;
		Sqrt_C0[61] <= 20'b10110001011100100110;
		Sqrt_C0[62] <= 20'b10110010111000100011;
		Sqrt_C0[63] <= 20'b10110100010011110010;
	end
end
endmodule
==> ./constraint.sdc <==
current_design SQRT_POLY

set clk_period 12.2
set clk_io_pct 0.2

create_clock -name clk0 -period $clk_period [get_ports {clk}]

set non_clock_inputs [all_inputs -no_clocks]
set_input_delay [expr $clk_period * $clk_io_pct] -clock clk0 $non_clock_inputs
set_output_delay [expr $clk_period * $clk_io_pct] -clock clk0 [all_outputs]
==> ./run.sh <==
#!/bin/bash
# OpenROAD 26Q1-2900-gdf79404cd8, Yosys 0.63+post, stock flow scripts
make -C /OpenROAD-flow-scripts/flow DESIGN_CONFIG=/design/flow/config.mk WORK_HOME=/design/flow/orfs finish
==> reports/metrics.yaml <==
ys.warnings.count: 3
cp-end-kind: "register"
ys_seq_share_pct: 17.3
placed_area_um2: 16500
cp.required_ns: 12.30
grt-ovfl-total: 0
drc: 0
drt-met1-wl_um: 18000
p_per_area_nw_per_um2: 236
die_area_um2: 51900
std_cell_rows: 82
postRouteAntennaNets: 0
flop_area_um2: 2640
htreeDepth: 3
grt_util_all_layers_pct: 16.6
dr.pass1.iters: 7
finalCritPeriodShare_pct: 84.1
cts_buffers: 9
grt_max_degree: 59
met2_length_um: 17100
cts.sinks: 88
common_cells: "316 x inv_1, 315 x nand2_1, 290 x fa_1"
worstSetupPathType: "input port to register"
critPathMaxStageDelay_ns: 0.89
period_needed_ns: 10.26
leakage_uw: 0.00770
maxSlewViolCount: 0
fp_util_pct: 30.5
cp_top_family: "adder cells"
syn_area_um2: 15300
relSlewSlack_pct: 22.6
synth-edff-count: 88
gp_congestion: 0.990
yosysTopAreaCell: "fa_1"
ys.flops: 88
port_buffers: 49
worst_setup_path_start_kind: "input port"
cts_hold_buf: 0
syn_inst: 1701
fmax_mhz: 97.4
cp_max_fo: 30
synthArstFlopShare_pct: 0
ys_chip_area_um2: 15300
top_layer: "met4"
hp-class: "register to register"
dp_hpwl_um: 30000
antenna_found_initial: 1
grt_pass1_vias: 12000
via_per_inst: 4.83
peakVddDrop_uv: 189
area_delta_synth_final_pct: 9.60
cts_tree: "done"
comb_area_um2: 11100
status: "finished clean"
drt-total-wl_um: 39900
cts_resized: 0
critPathArrivalTime_ns: 10.36
die.size.y_um: 228
cts-root-buf: "clkbuf_16"
maxCapViolations: 0
crit_top_cell: "fa_1"
coreArea_um2: 50300
rsz0062_at_grt: "false"
setup_viol: 0
num_vias: 11400
synth_area_per_cell_um2: 9.00
clk_latency_ns: 0.35
timing.hold.ws_ns: 0.417
clock_path_buffers: 2
drive_above_1_share_pct: 4.31
final.setup.tns_ns: 0
area_leaders: "fa_1 38%, edfxtp_1 17%, inv_1 7.7%"
wire_per_inst_um: 16.8
cp_num_buf_inv: 4
clk_pin_slew_ns: 0.07
crit_slowest_cell: "clkdlybuf4s50_1"
ys_types: 73
ioPinCount: 50
hold_violations: 0
drt_iter0_drc: 729
wl_met3_um: 3970
die_w_um: 228
yosysCellCount: 1701
ff_type: "edfxtp_1"
tightest_slew_ns: 1.16
grt_pass1_wl_um: 65400
post-cts-setup-buffers: 0
top_area_share_pct: 37.9
skew_ns: 0.00569
synth_top_cell_by_count: "inv_1"
fill_cells: 5114
warnings: 25
design_area_um2: 16800
## registers in the layout (all words and copies together) (netlist names)
name and flops:
Term2 16, Term21 3, Term1 17, RootOut 17
Root 13, Term11 4, FractionBit 14, IntegerBits 4
## where the power goes
| part | switching (µW) | internal (µW) | total [µW] |
|---|---|---|---|
| Clock | 130 | 145 | 274 |
| Sequential | 38.9 | 558 | 597 |
| Combinational | 1810 | 1280 | 3100 |
| Total | 1980 | 1980 | 3970 |
## worst register-to-register path: stages (launching register included)
cell and delay, ns:
edfxtp_1 0.49, ha_1 0.34, a21o_1 0.18, a21oi_1 0.21, o21ai_0 0.12, a21oi_1 0.21, nand2b_1 0.13, a21boi_0 0.11
o31a_1 0.27, o41ai_1 0.46, o21ai_0 0.19
## stage by stage
step	cells	power, µW	setup slack (ns)	utilization, %
after global routing	2367	4490	1.46	33.4
after detailed placement	2351	3690	1.66	32.8
after floorplan	1708	2910	3.39	-
after global placement	2351	3670	1.79	32.8
after CTS	2367	4000	2.02	33.4
final	2368	3970	1.94	33.4
## routing by layer
layer / vias to the layer above / track usage, %
met5: - / 0
met3: 64 / 5.96
met1: 5580 / 25.7
met4: 0 / 3.13
met2: 509 / 23.5
li1: 5284 / -
## logic make-up after synthesis
kind of cell / after synthesis / synth area share, %
other cells: 2 / 0.0491
fa+ha+maj: 368 / 44.3
xor+xnor: 32 / 1.83
buf+inv: 425 / 10.5
compound gates: 246 / 10.4
flops: 88 / 17.3
simple gates: 540 / 15.6
## path summary, 6_finish.rpt
kind	startpoint	endpoint	slack [ns]	cells past startpoint
hold / removal	Term2[18]	Term21[18]	0.42	0
setup / recovery	RootIn[28]	Term1[32]	1.94	27
setup reg to reg	Term1[24]	FractionBit[13]	9.21	10
hold reg to reg	Term2[18]	Term21[18]	0.42	0
## cell type report
class / instances / area share (%)
repair buffers: 77 / 4.03
inverters: 319 / 7.14
multi-input cells: 1195 / 66.3
clock inverters: 7 / 0.432
diodes: 1 / 0.0149
clock buffers: 9 / 1.34
well taps: 672 / 5.01
flip-flops and latches: 88 / 15.7
## layout by cell type (no fill, tap or decap), types with 6 or more instances in the layout
| master | Yosys | final |
|---|---|---|
| o22ai_1 | 8 | 8 |
| o21ai_0 | 60 | 59 |
| fa_1 | 290 | 290 |
| xnor2_1 | 22 | 22 |
| ha_1 | 78 | 78 |
| nand3_1 | 11 | 11 |
| a21oi_1 | 70 | 70 |
| a31oi_1 | 6 | 6 |
| edfxtp_1 | 88 | 88 |
| xor2_1 | 10 | 10 |
| inv_1 | 316 | 315 |
| clkbuf_16 | 0 | 9 |
| conb_1 | 2 | 9 |
| nand2_1 | 315 | 315 |
| buf_4 | 2 | 28 |
| o221ai_1 | 9 | 8 |
| nor2b_1 | 8 | 8 |
| nor3_1 | 17 | 14 |
| nor2_1 | 77 | 77 |
| a21o_1 | 11 | 11 |
| and2_1 | 82 | 82 |
| a211oi_1 | 15 | 14 |
| clkdlybuf4s50_1 | 0 | 44 |
No activity file was given, so power comes from the tool's default toggle rates.
